## flow/config.mk

```make
export PLATFORM = sky130hd
export DESIGN_NAME = mux_3_1
export DESIGN_NICKNAME = mux_3_1
export VERILOG_FILES = /design/flow/design.v
export SDC_FILE = /design/flow/constraint.sdc
export NUM_CORES = 4
export LEC_CHECK = 1
export CORE_AREA = 10 10 76 76
export DIE_AREA = 0 0 86 86
```

## flow/run.sh

```bash
#!/bin/bash
# OpenROAD 26Q1-2900-gdf79404cd8, Yosys 0.63+post, stock flow scripts
make -C /OpenROAD-flow-scripts/flow DESIGN_CONFIG=/design/flow/config.mk WORK_HOME=/design/flow/orfs finish
```

## flow/constraint.sdc

```tcl
current_design mux_3_1

set clk_period 2.8
set clk_io_pct 0.2

create_clock -name clk0 -period $clk_period

set non_clock_inputs [all_inputs -no_clocks]
set_input_delay [expr $clk_period * $clk_io_pct] -clock clk0 $non_clock_inputs
set_output_delay [expr $clk_period * $clk_io_pct] -clock clk0 [all_outputs]
```

## flow/design.v

```verilog
module data_memory(
    input   logic       i_clk,
    input   logic       i_reset,
    input   logic [31:0]i_addr,
    input   logic [31:0]i_wdata,
    input   logic       i_wren,
    output  logic  [31:0] o_rdata
);
    logic [31:0]memory[0:2048];
    always_ff @(posedge i_clk or posedge i_reset) begin
        if(i_reset) begin
            for (int i=0; i<512;i++) memory[i] <= 32'b0;
        end
        else if (i_wren) begin
            memory[i_addr[31:2]] <= i_wdata;
        end
        else;
    end
    assign o_rdata = (i_reset == 1'b1) ? 32'h0: memory[i_addr[31:2]];
endmodule
module load_unit(
    input  logic [31:0] i_load_data,  
    input  logic [2:0]  i_load_type,   
    output logic [31:0] o_load_result); 
    always @(*) begin
        case (i_load_type)
            3'b000: o_load_result = {{24{i_load_data[7]}}, i_load_data[7:0]};   
            3'b001: o_load_result = {{16{i_load_data[15]}}, i_load_data[15:0]};  
            3'b010: o_load_result = i_load_data;   
            3'b100: o_load_result = {24'b0, i_load_data[7:0]};   
            3'b101: o_load_result = {16'b0, i_load_data[15:0]};  
            default: o_load_result = 32'b0000;  
        endcase
    end
endmodule
module mux_3_1 (
  input logic [31:0] data_0_i,
  input logic [31:0] data_1_i,
  input logic [31:0] data_2_i,
  input logic [1:0] sel_i,
  output logic [31:0] data_out_o		
  );
  always_comb begin
    case (sel_i)
      2'b00 : data_out_o = data_0_i;
      2'b01 : data_out_o = data_1_i;
      2'b10 : data_out_o = data_2_i;
      default : data_out_o = 32'b0;		
    endcase
  end
endmodule
module lsu(
    input   logic       i_clk,
    input   logic       i_reset,
    input   logic [31:0]i_addr,
    input   logic [31:0]i_wdata,
    input   logic       i_wren,
    input   logic [2:0]  i_load_type,   
    output  logic [31:0] o_load_result
);
    logic [31:0] data_read_mem;
    data_memory data_memory_lsu (
        .i_clk(i_clk),
        .i_reset(i_reset),
        .i_addr(i_addr),
        .i_wdata(i_wdata),
        .i_wren(i_wren),
        .o_rdata(data_read_mem));
    load_unit load_unit_lsu(
        .i_load_data(data_read_mem),
        .i_load_type(i_load_type),
        .o_load_result(o_load_result));
endmodule
module lsu_2(
  input logic         i_clk,
  input logic         i_rst,
  input logic  [31:0] i_st_data,
  input logic  [31:0] i_lsu_addr,
  input logic         i_lsu_wren,
  input logic  [31:0] i_io_sw,
  input logic [2:0] slt_sl,
  output logic [31:0] o_ld_data ,
  output logic [31:0] o_io_ledr, 
  output logic [31:0] o_io_ledg ,
  output logic [6:0] o_io_hex0, 
  output logic [6:0] o_io_hex1, 
  output logic [6:0] o_io_hex2,   
  output logic [6:0] o_io_hex3, 
  output logic [6:0] o_io_hex4, 
  output logic [6:0] o_io_hex5, 
  output logic [6:0] o_io_hex6,   
  output logic [6:0] o_io_hex7, 
  output logic [31:0] o_io_lcd
  );
  logic en_datamem;
  logic en_op_buf;
  logic [31:0] data_out_1,data_out_2,io_sw;
  logic [31:0] INPUT;
  logic ACK;
always_ff @(posedge i_clk) begin
        INPUT <= i_io_sw; 
     end
assign io_sw = i_rst ? 32'd0: INPUT; 
  demux_sel_mem demux_1 (
    .i_lsu_addr(i_lsu_addr[15:0]),
    .en_datamem(en_datamem),
    .en_op_buf(en_op_buf)  
  );
datamem mem (
    .i_clk(i_clk),
    .i_rst(i_rst),
    .i_wren(i_lsu_wren),
    .i_enb(en_datamem),
    .i_addr(i_lsu_addr[12:0]),
    .i_data(i_st_data),
    .o_data(data_out_1)
);
  output_buffer  outputperiph (
    .slt_sl (slt_sl),
    .st_data_2_i   (i_st_data), 
    .addr_2_i      (i_lsu_addr[15:0]),
    .en_bf         (en_op_buf), 
    .st_en_2_i     (i_lsu_wren),
    .i_clk         (i_clk), 
    .i_rst         (i_rst),
    .data_out_2_o  (data_out_2), 
    .io_lcd_o      (o_io_lcd), 
    .io_ledg_o     (o_io_ledg), 
    .io_ledr_o     (o_io_ledr), 
    .io_hex0_o     (o_io_hex0), 
    .io_hex1_o     (o_io_hex1), 
    .io_hex2_o     (o_io_hex2), 
    .io_hex3_o     (o_io_hex3), 
    .io_hex4_o     (o_io_hex4), 
    .io_hex5_o     (o_io_hex5), 
    .io_hex6_o     (o_io_hex6), 
    .io_hex7_o     (o_io_hex7)
	  );
  mux_3_1_lsu mux31  (
    .in_data_3_i(data_out_1), 
    .in_data_2_i(data_out_2), 
    .in_data_1_i(io_sw), 
    .i_lsu_addr(i_lsu_addr[15:0]),
    .o_ld_data(o_ld_data)
    );					
endmodule
module datamem (
    input logic i_clk,
    input logic i_rst,
    input logic i_wren,
    input logic i_enb,
    input logic [12:0] i_addr,
    input logic [31:0] i_data,
    output logic [31:0] o_data
);
logic [31:0] data_mem [2048:0];
always_ff @ (posedge i_clk) begin
    if (i_enb && i_wren) begin
        data_mem[i_addr[12:2]] <= i_data;
     end
    end
assign o_data = (i_rst == 1'b1) ? 32'h0: data_mem[i_addr[12:2]];
endmodule
module demux_sel_mem (
    input logic [15:0] i_lsu_addr,
    output logic en_datamem,
    output logic en_op_buf  
);
parameter start_datamem = 16'h2000;
parameter end_datamem = 16'h4000;
parameter start_op_bf = 16'h7000;
parameter end_op_bf = 16'h7040;
always_comb begin 
    if ((i_lsu_addr >= start_datamem) && (i_lsu_addr < end_datamem)) begin
        en_datamem = 1'b1;
        en_op_buf = 1'b0;
    end
    else if ((i_lsu_addr >= start_op_bf) && (i_lsu_addr < end_op_bf)) begin
            en_datamem = 1'b0;
            en_op_buf = 1'b1;
    end
    else begin
        en_datamem = 1'b0;
        en_op_buf = 1'b0;
    end
end
endmodule
module output_buffer(
     input logic [2:0] slt_sl,
     input logic [31:0] st_data_2_i  ,
	 input logic [15:0] addr_2_i ,
     input logic en_bf, 
	 input logic st_en_2_i           ,
	 input logic i_clk               ,
     input logic i_rst              ,
	 output logic [31:0] data_out_2_o,
	 output logic [31:0] io_lcd_o    ,
	 output logic [31:0] io_ledg_o   ,
	 output logic [31:0] io_ledr_o   ,
	 output logic [6:0] io_hex0_o   ,
	 output logic [6:0] io_hex1_o   ,
	 output logic [6:0] io_hex2_o   ,
	 output logic [6:0] io_hex3_o   ,
	 output logic [6:0] io_hex4_o   ,
	 output logic [6:0] io_hex5_o   ,
	 output logic [6:0] io_hex6_o   ,
	 output logic [6:0] io_hex7_o
	 );
     logic [31:0] data_bs,data_tmp;
     logic [31:0] MEMBF [0:4];
     always_comb begin
        case(addr_2_i[15:4])
        12'h700: data_bs = MEMBF[0];  
        12'h701: data_bs = MEMBF[1];  
        12'h702: begin
            if (addr_2_i[2] == 1'b0) data_bs = MEMBF[2]; 
            else data_bs = MEMBF[3];  
        end
        12'h703: data_bs = MEMBF[4];  
        default data_bs = 32'h0;
        endcase
     end
    data_trsf trsf_st (
        .slt_sl(slt_sl),
        .addr_sp(addr_2_i[1:0]),
        .wr_en(st_en_2_i),
        .data_bf(st_data_2_i),
        .data_bs(data_bs),
        .data_af(data_tmp)
    );
	 always_ff @(posedge i_clk, posedge i_clk) begin
        if (i_rst) begin
            MEMBF[0] <= '0;
            MEMBF[1] <= '0;
            MEMBF[2] <= '0;
            MEMBF[3] <= '0;
            MEMBF[4] <= '0;
        end
        else if (en_bf) begin
           if (st_en_2_i) begin
        case(addr_2_i[15:4])
        12'h700: MEMBF[0] <= data_tmp;  
        12'h701: MEMBF[1] <= data_tmp;  
        12'h702: begin
            if (addr_2_i[2] == 1'b0) MEMBF[2] <= data_tmp; 
            else MEMBF[3] <= data_tmp;  
        end
        12'h703: MEMBF[4]<= data_tmp;
        default begin
             MEMBF[0] <= MEMBF[0];
             MEMBF[1] <= MEMBF[1];
             MEMBF[2] <= MEMBF[2];
             MEMBF[3] <= MEMBF[3];
             MEMBF[4] <= MEMBF[4];
            end
        endcase
           end          
        end
     end
    assign data_out_2_o = (i_rst == 1'b1) ? 32'h0: data_tmp;
    assign  io_ledr_o =  MEMBF[0];
    assign  io_ledg_o =  MEMBF[1];
    assign  io_hex0_o =  MEMBF[2][6:0];  
    assign  io_hex1_o =  MEMBF[2][14:8];
    assign  io_hex2_o =  MEMBF[2][22:16]; 
    assign  io_hex3_o =  MEMBF[2][30:24];
    assign  io_hex4_o =  MEMBF[3][6:0];
    assign  io_hex5_o =  MEMBF[3][14:8]; 
    assign  io_hex6_o =  MEMBF[3][22:16];
    assign  io_hex7_o =  MEMBF[3][30:24];    
    assign	io_lcd_o  =  MEMBF[4];               
  endmodule
  module  data_trsf
(
    input logic [2:0] slt_sl,
    input logic [1:0] addr_sp,
    input logic wr_en,
    input logic [31:0] data_bf,
    input logic [31:0] data_bs,
    output logic [31:0] data_af
);
    localparam SW = 3'b010, SB = 3'b000, SH = 3'b001;
    localparam LW = 3'b101, LB = 3'b011, LH = 3'b100;
    localparam LBU = 3'b110, LHU = 3'b111;
logic [31:0] memb_tmp,memh_tmp;
always_comb begin 
  case (addr_sp) 
  2'b00: begin
  memb_tmp = (data_bs & 32'h000000ff);
  memh_tmp = (data_bs & 32'h0000ffff);
  end
  2'b01: begin
  memb_tmp = (data_bs & 32'h0000ff00);
  memh_tmp = (data_bs & 32'h00ffff00);
  end
  2'b10: begin
  memb_tmp = (data_bs & 32'h00ff0000);
  memh_tmp = (data_bs & 32'hffff0000);
  end
  2'b11: begin
  memb_tmp = (data_bs & 32'hff000000);
  memh_tmp = (data_bs & 32'hffff0000);
  end
  endcase
end
always_comb begin
 if(wr_en) begin
   case (slt_sl) 
    SW: data_af = data_bf;
    SB: begin
    case(addr_sp)
    2'b00: data_af = (data_bf & 32'h000000ff) | (data_bs & 32'hffffff00);
    2'b01: data_af = ((data_bf & 32'h000000ff) << 8) | (data_bs & 32'hffff00ff);
    2'b10: data_af = ((data_bf & 32'h000000ff) << 16)| (data_bs & 32'hff00ffff);
    2'b11: data_af = ((data_bf & 32'h000000ff) << 24)| (data_bs & 32'h00ffffff);
    endcase
    end
    SH: begin
    case (addr_sp)
    2'b00: data_af = (data_bf & 32'h0000ffff) | (data_bs & 32'hffff0000); 
    2'b01: data_af = ((data_bf & 32'h0000ffff) << 8) | (data_bs & 32'hff0000ff); 
    2'b10: data_af = ((data_bf & 32'h0000ffff) << 16) | (data_bs & 32'hffff0000);
    2'b11: data_af = ((data_bf & 32'h0000ffff) << 16) | (data_bs & 32'hffff0000); 
    endcase 
    end
	 default: data_af = data_bf;
	 endcase
 end
 else begin
  case (slt_sl) 
   LW: data_af = data_bs;
   LB: data_af = memb_tmp;
   LH: data_af = memh_tmp;
   LBU: data_af = (memb_tmp[7] == 1)? (memb_tmp | 32'hffffff00): memb_tmp;
   LHU: data_af = (memh_tmp[13] == 1)? (memh_tmp | 32'hffff0000): memh_tmp;
	default: data_af = 32'h00000000;
  endcase
 end
end
endmodule
module mux_3_1_lsu(
  input logic [31:0] in_data_1_i,
  input logic [31:0] in_data_2_i,
  input logic [31:0] in_data_3_i,
  input logic [15:0] i_lsu_addr,
  output logic [31:0] o_ld_data
);
  logic [1:0] addr_sel ;
always_comb begin
  case (i_lsu_addr[15:4])
     12'h780:  addr_sel  =  2'b00;  
     12'h703:  addr_sel  =  2'b01;  
     12'h702:  addr_sel  =  2'b01;  
     12'h701:  addr_sel  =  2'b01;  
     12'h700:  addr_sel  =  2'b01;  
     default addr_sel = 2'b10;  
  endcase
end
always_comb begin
  case(addr_sel)
  2'b00:o_ld_data = in_data_1_i;  
  2'b01:o_ld_data = in_data_2_i;  
  2'b10:o_ld_data = in_data_3_i;  
  default: o_ld_data = 32'd0;    
  endcase
  end
endmodule
```

==> results.sh <==
# flow metrics
export IMPL_crit_chain="clkdlybuf4s50_1 > nor2b_4 > buf_4 > o2bb2ai_1 > clkdlybuf4s50_1"
export IMPL_synth_cell_types=8
export IMPL_cp_max_fo=12
export IMPL_dp_cells=251
export IMPL_die_h_um=86
export IMPL_core_region_area_sq_um=4120
export IMPL_yosys_stat_seqShare_pct=0
export IMPL_die_x_um=86
export IMPL_crit_top_cell="clkdlybuf4s50_1"
export IMPL_grt_max_degree=33
export IMPL_grt_usage_pct=10.8
export IMPL_wl_per_cell_um=17.9
export IMPL_slowest_stage="clkdlybuf4s50_1"
export IMPL_port_buffer_count=130
export IMPL_flop_count=0
export IMPL_power_density_nw_per_um2=147
export IMPL_start_kind="primary input"
export IMPL_nClkBuffers=0
export IMPL_fmax_mhz=386
export IMPL_vias_per_cell=4.45
export IMPL_avgSynthCellArea_sq_um=10.2
export IMPL_max_slew_margin_pct=74.3
export IMPL_synth_cells=77
export IMPL_final_setup_viol_count=0
export IMPL_cpLargestDelayFamily="buffers and inverters"
export IMPL_boundaryPins=130
export IMPL_drv_slew=0
export IMPL_antenna_left=0
export IMPL_hold_path_class="in2out"
export IMPL_dr_pass1_iters=3
export IMPL_most_common_layout_cells="129 x clkdlybuf4s50_1, 32 x mux2i_1, 22 x o2bb2ai_1"
export IMPL_overflow=0
export IMPL_postCtsHoldBufs=0
export IMPL_synth_area_sq_um=787
export IMPL_fin_crit_ns=2.59
export IMPL_cts_setup_buffers=0
export IMPL_layout_cells_non_filler=251
export IMPL_num_vias=1117
export IMPL_grt_pass1_vias=1207
export IMPL_warning_count=32
export IMPL_ys_cells=77
export IMPL_dp_hpwl_um=3980
export IMPL_synth_warnings=1
export IMPL_rows=23
export IMPL_setup_tns_ns=0
export IMPL_timing_critical_path_buf_inv=3
export IMPL_power_leakage_nw=0.804
export IMPL_critPathMaxStageDelay_ns=0.49
export IMPL_drv_cap=0
export IMPL_route_detailed_drc=0
export IMPL_ir_drop_uv=93.6
export IMPL_die_area_sq_um=7400
export IMPL_drt_initial_drc_count=30
export IMPL_cp_arrival_ns=2.03
export IMPL_place_congestion=0.770
export IMPL_fin_crit_sh_pct=92.5
export IMPL_final_common_cell="clkdlybuf4s50_1"
export IMPL_outcome="finished clean"
export IMPL_area_growth_syn_to_layout_pct=166
export IMPL_worst_setup_path_type="in2out"
export IMPL_cts_resized=0
export IMPL_antenna_found_initial=0
export IMPL_filler_cell_count=364
export IMPL_worstMarginPinSlew_ns=0.385
export IMPL_diodes=0
export IMPL_drive_above_1_share_pct=8.96
export IMPL_flop_area_sq_um=0
export IMPL_ys_area_sq_um=787
export IMPL_floorplan_initialDensity_pct=19.1
export IMPL_wirelength_um=4480
export IMPL_critPathRequiredTime_ns=2.24
export IMPL_grt_pass1_wl_um=6560
export IMPL_hold_viol=0
export IMPL_rsz0062_at_grt="no"
export IMPL_cp_end_kind="output port"
## final cells by class
type / instances / area (sq um) / share of cell area (%)
Timing Repair Buffer: 136 / 1350 / 64.7
Tap cell: 50 / 62.6 / 2.99
Multi-Input combinational cell: 65 / 677 / 32.3
## where the power goes
group          internal, mW  switching (mW)
combinational         0.230          0.0782
sequential                0               0
clock                     0               0
total                 0.230          0.0782
## kinds of logic (layout without fill, tap and decap cells)
| kind of cell | count (synthesis) | in the layout | share of synthesized area, % |
|---|---|---|---|
| buffers and inverters | 12 | 136 | 14.0 |
| AND/OR/NAND/NOR | 1 | 1 | 1.75 |
| AND-OR/OR-AND | 32 | 32 | 43.6 |
| multiplexers | 32 | 32 | 40.7 |
## worst min-delay path, delay by kind of cell
kind / cells / cell delay, ns
compound gates: 1 / 0.08
mux: 1 / 0.16
buf+inv: 2 / 0.58
## stage by stage
step	instance area [sq um]	utilization, %	worst slack (ns)	hold slack (ns)	power [mW]
floorplan	787	-	1.08	1.18	0.0902
global placement	2090	50.9	0.197	1.96	0.312
detailed placement	2090	50.9	0.191	1.96	0.314
CTS	2090	50.9	0.187	1.96	0.315
global route	2090	50.9	0.112	1.99	0.332
finish	2090	50.9	0.210	1.94	0.308
## worst paths after layout
kind | startpoint | to | slack, ns | cells after the start
setup / recovery | sel_i[0] | data_out_o[14] | 0.21 | 5
hold / removal | sel_i[1] | data_out_o[21] | 1.94 | 4
## per-layer routing
metal  share of wire, %  track usage, %  vias up
met2                 53            20.7       60
met5                  0               0        -
met4                  0               0        0
li1                   -               -      566
met1                 35            11.2      491
met3                 11            4.67        0
## synth_stat cells
| master | number | share of area [%] |
|---|---|---|
| o2bb2ai_1 | 22 | 24 |
| buf_2 | 1 | 0.64 |
| buf_4 | 1 | 0.95 |
| o2bb2ai_2 | 10 | 19 |
| nor2b_4 | 1 | 1.7 |
| clkbuf_1 | 2 | 0.95 |
| buf_6 | 8 | 11 |
| mux2i_1 | 32 | 41 |
Power is estimated from default activity; no workload was simulated.
